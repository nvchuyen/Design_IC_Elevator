**flow/run.sh**
```bash
#!/bin/bash
# OpenROAD 26Q1-2900-gdf79404cd8, Yosys 0.63+post, stock flow scripts
make -C /OpenROAD-flow-scripts/flow DESIGN_CONFIG=/design/flow/config.mk WORK_HOME=/design/flow/orfs finish
```
**flow/config.mk**
```make
export PLATFORM = sky130hd
export DESIGN_NAME = floor2hex
export DESIGN_NICKNAME = floor2hex
export VERILOG_FILES = /design/flow/design.v
export SDC_FILE = /design/flow/constraint.sdc
export NUM_CORES = 4
export LEC_CHECK = 1
export CORE_AREA = 10 10 70 70
export DIE_AREA = 0 0 80 80
```
**flow/constraint.sdc**
```tcl
current_design floor2hex

set clk_period 1.8
set clk_io_pct 0.2

create_clock -name clk0 -period $clk_period

set non_clock_inputs [all_inputs -no_clocks]
set_input_delay [expr $clk_period * $clk_io_pct] -clock clk0 $non_clock_inputs
set_output_delay [expr $clk_period * $clk_io_pct] -clock clk0 [all_outputs]
```
**flow/design.v**
```verilog
module floor2hex(
	output reg [6:0] out,
	input [5:0] in 
	);
	always @(in)
		begin
			case(in)
				6'b000000: out = 7'b100_0000;
				6'b000001: out = 7'b111_1001;
				6'b000010: out = 7'b010_0100;
				6'b000100: out = 7'b011_0000;
				6'b001000: out = 7'b001_1001;
				6'b010000: out = 7'b001_0010;
				6'b100000: out = 7'b000_0011;
				default: out = 7'b0000000;
			endcase
		end
endmodule
```
==> impl_metrics.ini <==
; flow metrics
[sta]
setup_slack_ns = 0.0640
tightestPinTransition_ns = 0.233
finalCritPeriodShare = 0.964
max_freq_ghz = 0.576
setup-violations-final = 0
hold_violations = 0
slew_viol_final = 0
slew_headroom = 0.843
period_minus_slack_ns = 1.74
rsz0062_at_grt = no

[finish]
area_delta_synth_final_pct = 131
drive_gt1_frac = 0.596
clkbuf_count = 0
seq_cells = 0
final-seq-area_um2 = 0

[synth]
yosys_cells = 30
yosys-top-cells-area = xor2_1 13%, o21ai_0 10%, nor2_1 9.4%, xnor2_1 8.8%, buf_2 7.5%
syn_inst = 30
synth_chip_area_um2 = 199
syn_area_um2 = 199
top_area_frac = 0.132
synth_top_cell_by_area = xor2_1
syn_area_per_cell_um2 = 6.63
yosysWarningCount = 1
post_synth_num_cell_types = 16
postSynthSeqShare = 0

[routing]
via_count = 289
routed_wl_um = 810
post_drt_wl_per_cell_um = 8.27
drtIter0Drc = 3
ant_nets = 0
drc = 0
viasPerCell = 2.95
num_antenna_cells = 0
first_pass_iters = 2

[critical_path]
worstPathArrival_ns = 1.38
critPathLaunchType = input port
path_class = input port to output pin
cp.required_ns = 1.44
cp-end-kind = output pin
crit_fanout = 6
crit_path_end = out[1]
startpoint = in[2]

[power_and_ir_drop]
p_leak_uw = 0.000191
power.share.clock = 0
p_int_uw = 45.6
p_comb_frac = 1.000
power_uw = 79.3
p_sw_frac = 0.426
p_seq_frac = 0
vdd_ir_drop_max_mv = 0.0244
power.switching_uw = 33.8
power.density_nw_per_um2 = 173

[die]
rows = 21
dieHeight_um = 80
chipArea_um2 = 6400
fp_util = 0.0582
core_area_um2 = 3420
ios = 13
die_w_um = 80

[placement]
place_hpwl_um = 667
place_ws_ns = -0.624
gp_congestion = 0.620
port_buffers = 13

[global_route]
gr-total-overflow = 0
grt_pass1_vias = 285
grt_pass1_wl_mm = 1.37
antenna_found_initial = 0
grt_max_degree = 8
grt_usage = 0.0247

[flow_run]
warning_count = 33
max_cap_viol_count = 0

[min_path]
hp-class = input port to output pin

[status]
status = complete, no violations
==> cells in the mapped netlist <==
master,n
xor2_1,3
or3_1,1
xnor2_1,2
or4b_4,1
or4_1,2
buf_4,1
a211oi_2,1
buf_2,3
a21oi_1,1
nor4_1,2
nor2_1,5
nor3_1,1
buf_6,1
nand2_1,1
o21ai_0,4
nor4b_1,1
==> power groups by stage <==
stage | clock [uW] | sequential (uW) | combinational, uW
CTS | 0 | 0 | 77.7
global route | 0 | 0 | 87.8
finish | 0 | 0 | 79.3
==> cells in the final DEF, fill, tap and decap left out <==
master           n
nor4b_2          1
or4_1            1
or4b_4           1
clkdlybuf4s15_2  1
buf_6            5
clkbuf_2         1
or4_4            1
nor4_1           2
o21ai_0          2
xnor2_1          2
nor2_1           3
clkdlybuf4s15_1  1
buf_4            9
dlygate4sd2_1    3
xor2_1           3
a211oi_2         1
nor2_2           2
nand2_1          1
o21ai_1          2
nor3_2           1
or3_4            1
a21oi_1          1
buf_2            7
==> cell type report <==
class / count / area, um^2
Multi-Input combinational cell: 25 / 190
Timing Repair Buffer: 27 / 211
Fill cell: 389 / 2960
Tap cell: 46 / 57.6
==> stage by stage <==
stage	hold WS (ns)	setup TNS, ns	util	instance area (um^2)	std cells
2_1_floorplan	0.735	0	-	199	30
3_5_place_dp	1.75	-3.96	0.125	428	94
4_1_cts	1.02	-0.0175	0.133	453	98
6_report	1.02	0	0.134	459	98
3_3_place_gp	1.74	-3.91	0.125	428	94
5_1_grt	1.04	0	0.134	459	98
==> layer usage <==
metal | track usage | part of all wire | wire [um]
met4 | 0 | 0 | 0
met5 | 0 | 0 | 0
met2 | 0.0465 | 0.50 | 404
met1 | 0.0310 | 0.42 | 338
met3 | 0.00227 | 0.083 | 67
==> how the worst min path moves through the flow <==
stage / cells after the start / slack, ns / startpoint / end
CTS: 3 / 1.02 / in[3] / out[5]
global route: 3 / 1.04 / in[3] / out[5]
finish: 3 / 1.02 / in[3] / out[5]
==> worst max-delay path, cell delays in order <==
cell and delay [ns]:
buf_2 0.12, buf_6 0.12, buf_6 0.12, or4_4 0.41, nor2_2 0.08, clkdlybuf4s15_1 0.17
==> repair_timing <==
action,in CTS,in global routing
hold buffers,0,0
buffers inserted,4,0
endpoints found under the setup margin,7,3
gates resized,45,5
pin swaps,6,3
==> logic make-up (layout without fill, tap and decap cells) <==
| logic type | count (synthesis) | after routing | synth area share |
|---|---|---|---|
| and+or+nand+nor | 14 | 14 | 0.421 |
| AOI/OAI and AO/OA | 6 | 6 | 0.189 |
| buffers and inverters | 5 | 27 | 0.170 |
| xor gates and xnor gates | 5 | 5 | 0.220 |
Power figures rest on the tool's default switching activity, not on a simulated workload.
